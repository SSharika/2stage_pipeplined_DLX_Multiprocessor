==> flow/design.v <==
`timescale 1ns / 1ps
module complete_alu(input clock,reset,enable_arith,enable_shift,input signed [15:0] aluin1,aluin2,input [2:0] operation,opselect,input [4:0] shift_number,output  reg [15:0] aluoutfinal);
reg [15:0] aluoutarith,aluoutshift;
parameter MEM_READ = 3'b101; 
parameter MEM_WRITE=3'b100; 
parameter ARITH_LOGIC = 3'b001;
parameter SHIFT_REG=3'b000; 
parameter ADD=3'b000; 
parameter HADD=3'b001; 
parameter SUB=3'b010; 
parameter NOT=3'b011; 
parameter AND=3'b100; 
parameter OR=3'b101; 
parameter XOR=3'b110;
parameter LHG=3'b111; 
parameter SHLEFTLOG = 3'b000; 
parameter SHLEFTART = 3'b001;
parameter SHRGHTLOG = 3'b010;
parameter SHRGHTART = 3'b011;
parameter LOADBYTE = 3'b000; 
parameter LOADBYTEU =3'b100;
parameter LOADHALF = 3'b001; 
parameter LOADHALFU = 3'b101; 
parameter LOADWORD=3'b011;
always@(posedge clock)
begin 
if(!reset)
begin
aluoutfinal <= 0;
aluoutarith<=0;
aluoutshift<=0;
end
else
begin 
if(enable_arith) 
     begin
     aluoutfinal<=aluoutarith;
      if(opselect == ARITH_LOGIC)
       begin
            if(operation == ADD)
            begin
            aluoutarith=aluin1+aluin2;
            end
            else if(operation == HADD)
            begin
            {aluoutarith[15],aluoutarith[6:0]}=aluin1[6:0]+aluin2[6:0];
            end
            else if(operation == SUB)
            aluoutarith=aluin1-aluin2;
            else if(operation == NOT)
            begin
            aluoutarith=~aluin2;
            aluoutarith[15]=0;
            end
            else if(operation == AND)
            aluoutarith=aluin1 & aluin2;
            else if(operation == OR)
            aluoutarith=aluin1 | aluin2;
            else if(operation == XOR)
            aluoutarith=aluin1 ^ aluin2;
            else if(operation == LHG)
            begin
            aluoutarith[14:6]<= aluin2[6:0];
            aluoutarith[6:0]<= 0;
            end
      end
else
if(opselect == MEM_READ)
    begin
            if (operation == LOADBYTE)
            begin
            aluoutarith<={{7{aluin2[7]}},{aluin2[7:0]}};
            end
            else if (operation == LOADBYTEU)
            begin
            aluoutarith<={{7{aluoutarith[15]}},{aluin2[7:0]}};
            end
            else if (operation == LOADHALF)
            begin
            aluoutarith<={{8{aluin2[6]}},{aluin2[6:0]}};
            end
            else if (operation == LOADHALFU)
            begin
            aluoutarith<={{8{aluoutarith[15]}},{aluin2[6:0]}}; 
            end
            else if (operation == LOADWORD)
            begin
            aluoutarith<={{1{aluoutarith[15]}},{aluin2}};
            end
    end
    end
 else 
  if(enable_shift)
      begin
      aluoutshift[15]<=0;
      begin
      if(operation==SHLEFTLOG)
      aluoutshift[14:0] <= aluin1<<shift_number;
      else if(operation==SHLEFTART)
      begin 
      aluoutshift[15]<=aluin1[14];
      aluoutshift[14:0] <= aluin1<<<shift_number;
      end
      else if(operation==SHRGHTLOG)
      aluoutshift[14:0] <= aluin1>>shift_number;
      else if(operation==SHRGHTART)
      aluoutshift[14:0]<=aluin1>>>shift_number;
      end
      aluoutfinal<=aluoutshift;
      end
end  
end  
endmodule
`timescale 1ns / 1ps
module new_process(input clock,reset,enable_ex,input [15:0]imm,mem_data_read_in1,mem_data_read_in2,input [6:0]control_in,output  reg enable_arith,enable_shift,output reg [4:0]  shift_number,output reg [2:0] operation,opselect,output reg [15:0]aluin1,aluin2,output  [15:0] aluoutfinal);
complete_alu b3(.clock(clock),.reset(reset),.enable_arith(enable_arith),.enable_shift(enable_shift),.aluin1(aluin1),.aluin2(aluin2),.operation(operation),.opselect(opselect),.shift_number(shift_number),.aluoutfinal(aluoutfinal));
parameter MEM_READ = 3'b101; 
parameter ARITH_LOGIC = 3'b001;
parameter SHIFT_REG=3'b000; 
always@(posedge clock)
begin
if(!reset)
    begin
   enable_arith=0;
   enable_shift=0;
    shift_number=0;
    aluin1<=0;
    aluin2<=0;
    end
else
    begin
    opselect<={control_in[2:0]};
    operation<={control_in[6:4]};
    if(enable_ex) 
        begin
        aluin1<=mem_data_read_in1; 
        if(opselect== ARITH_LOGIC && control_in[3]==1)
            begin
            aluin2<=imm;
            enable_arith<=1;
            enable_shift<=0;
            end
        else if(opselect== ARITH_LOGIC && control_in[3]==0)
            begin
            aluin2<=mem_data_read_in2; 
            enable_arith<=1;
            enable_shift<=0;
            end
        else if(opselect== MEM_READ && control_in[3]==0)
        begin
            aluin2<=aluin2;
            enable_arith<=0;
            enable_shift<=0;
            end
        else if(opselect== MEM_READ && control_in[3]==1)
            begin
            aluin2<=mem_data_read_in2; 
            enable_arith<=1;
            enable_shift<=0;
            end
        else if(opselect== SHIFT_REG  && imm[2]==0)
            begin
            shift_number<=imm[10:6];
            enable_shift<=1;
            enable_arith<=0;
            end
        else if(opselect== SHIFT_REG  && imm[2]==1)
            begin
            shift_number<=mem_data_read_in2[4:0];
            enable_shift<=1;
            enable_arith<=0;
            end
       end
     else
            begin
          aluin1<=aluin1;
          aluin2<=aluin2;
          enable_arith<=enable_arith;
          shift_number<=shift_number;
          enable_shift<=enable_shift;
            end
        end
end
endmodule
==> flow/run.sh <==
#!/bin/bash
# OpenROAD 26Q1-2900-gdf79404cd8, Yosys 0.63+post, stock flow scripts
make -C /OpenROAD-flow-scripts/flow DESIGN_CONFIG=/design/flow/config.mk WORK_HOME=/design/flow/orfs finish
==> flow/config.mk <==
export PLATFORM = sky130hd
export DESIGN_NAME = new_process
export DESIGN_NICKNAME = new_process
export VERILOG_FILES = /design/flow/design.v
export SDC_FILE = /design/flow/constraint.sdc
export NUM_CORES = 4
export LEC_CHECK = 1
export CORE_UTILIZATION = 30
==> flow/constraint.sdc <==
current_design new_process

set clk_period 6.0
set clk_io_pct 0.2

create_clock -name clk0 -period $clk_period [get_ports {clock}]

set non_clock_inputs [all_inputs -no_clocks]
set_input_delay [expr $clk_period * $clk_io_pct] -clock clk0 $non_clock_inputs
set_output_delay [expr $clk_period * $clk_io_pct] -clock clk0 [all_outputs]
==> run notes <==
The flow ran to the end, and the final reports show no timing, DRC or antenna violations. With the relative area change from synthesis to final layout at 21.1%, the final clock period utilization by the worst path is 52.5%. The run gives 0 as the number of antenna violations at the first check in global routing.

The share of total power dissipated in sequential elements is 37.3%. Among all flip-flop cells after synthesis, the most frequent one is dfxtp_1. Via count normalized by instance count: 5.54.

The run gives 0.61 ns for the longest individual stage delay on the worst path. Sorting the synthesized cells by area gives the leading types as dfxtp_1 (21%), mux2i_1 (9.5%), ha_1 (7.2%). According to the timing report, the data required time at the worst endpoint equals 6.30 ns. In the power breakdown, the internal column shows 1.22 mW. The run gives 0.0263 mm2 for the placeable core region. Warnings raised by the tools during the run amount to 56. The async set-or-reset flop fraction in the synthesized netlist works out to 0%. The tree is rooted in a clkbuf_16.

With the final-layout fill cell count at 2643, the number of buffer and inverter stages on the critical path is 1. Input and output buffers added on the ports amount to 118. The number of antenna diodes is 0, and the clock transition at the register clock pins on the worst setup and hold paths after CTS is 0.08 ns. The smallest clock period supported by the final layout is computed as 3.15 ns.

The run gives 0.816 ns for the pin slew with the least headroom to its limit. Entering global routing, the biggest net connects 65 pins. The yosys-reported design area after synthesis was 0.00813 mm2; the cell count in the Yosys report was 1031. Setup violations remaining at the end of the flow were counted as 0. The OpenROAD report gives the critical path a data arrival time of 3.45 ns.

The synthesized design devotes to its leading area cell type 21.4% of total area. Per the synthesis report, the number of distinct cell types is 85. Between clock sinks in the finished design, the worst skew comes to 0.0134 ns. Setup repair after global routing left no endpoint under its margin. Nets still carrying antenna violations after routing amount to 0.

Per the timing report, the most critical flop-to-flop path finishes at b3.aluoutarith[8]. The timing report attributes the biggest portion of critical-path delay to AND-OR/OR-AND gates. The buffer depth of the longest clock path is 2, and the final wirelength is 29.5 mm. The first global-routing pass estimated 45.4 mm of wire.

The run gives 45.5% for the worst slew slack as a fraction of its limit. For the aggregate negative setup slack, the log shows 0 ns. The worst hold path terminates at b3.aluoutfinal[0]. The number of enable-type register cells in the synthesized netlist works out to 6. The worst-case reg-to-reg setup slack stands at 2.85 ns. The switching power total is 638 uW. With the placed standard-cell area at 0.00952 mm2, the first-iteration detailed-routing DRC count is 687.

According to the floorplan log, the row count is 59. The clock tree has to reach 93 sinks. The cell area that synthesis handed to floorplanning was 0.00813 mm2. After floorplanning, the die was sized to cover 0.0277 mm2. For this design, the CTS-stage hold fixing added 0 buffers. After synthesis the netlist holds a flip-flop and latch count of 93. The tools report the total setup buffers inserted after CTS as 0. The largest fanout on the critical path was 9; the static leakage was 3.51 nW. The floorplan step records an initial core utilization of 30.9%. The number of gates resized after CTS was 0. The run gives 0 for the number of hold-slack violations in the final timing report.

Counting the warning lines in the Yosys log gives 2. Vertical die dimension: 167 um. The tools report the startpoint of the lowest-slack register-to-register path as aluin1[0]. With the H-tree depth at 3, the net switching share of the total power is 34.3%. According to the report, the first pass of detailed routing completed in 5 iterations. The category of the worst setup path launch point was a flip-flop. In this run the maximum-capacitance check reported violations numbering 0.

Summing over every cut layer, the via total after detailed routing is 7983. Overall routing resource usage recorded by global route was 21.6%. TritonCTS built the clock tree. Summing the sequential cell areas from Yosys gives 23.7% of the chip area. Worst min-delay path category: flip-flop to flip-flop. Final instance area: 0.00984 mm2. The chip width was 167 um. Buffers inserted during clock tree synthesis total 9. Mean area per synthesized cell: 7.88 um2. The worst min-delay path startpoint was b3.aluoutarith[0].

For the worst-skew pair, the clock arrives at the later sink with an insertion delay of 0.35 ns. The synthesized instance count is 1031. The run gives 119 uV as the largest voltage drop on the vdd net. The number of global-route vias before repair came out at 7481. Per the GRT congestion report, total overflow comes to 0. In this run the critical path is formed by inv_1 > ha_1 > fa_1 > o21bai_1 > nand2_1 > a31oi_1 > a21oi_1 > xnor2_1 > a2111oi_2 > a311o_1. Looking at the power breakdown, the clock network takes 32.8% of the total. The setup path with the least slack is of type flip-flop to flip-flop.

Per the final report, max-transition violations number 0. The remaining routing DRC violations was 0. The share of layout cells above drive strength 1 is 8.77%, and the worst hold path stage count is 2. Per the timing report, the achievable frequency comes out to 318 MHz. The largest individual stage delay along the critical path comes from the cell dfxtp_1. After detailed routing, the average wire length per cell comes to 20.5 um. For the number of placed I/O pins, the log shows 119. The power density over cell area came out at 189 mW/mm2. Combinational fraction of design power: 29.8%. The logic depth of the worst register-to-register path works out to 10.

The capturing element type of the critical path is a flip-flop. dfxtp_1 takes more of the synthesized area than any other cell. The final estimated routing congestion in global placement is 0.948. The sum of net half-perimeters after detailed placement is 21.8 mm.
-- power groups by stage --
stage / clock, mW / combinational (mW) / sequential, mW
4_1_cts: 0.627 / 0.551 / 0.694
5_1_grt: 0.650 / 0.610 / 0.697
6_report: 0.610 / 0.555 / 0.694
-- through the flow --
step                util, %  setup slack [ns]  power (mW)  cells  hold slack [ns]
floorplan                 -              3.39        1.06   1031            0.446
global placement       36.2              2.78        1.26   1425            0.478
detailed placement     36.2              2.72        1.26   1425            0.482
CTS                    37.4              2.93        1.87   1441            0.502
global route           37.4              2.63        1.96   1441            0.530
finish                 37.4              2.85        1.86   1441            0.502
-- synth_stat cells, drive strengths merged, types with 4 or more instances --
master / instances
nand3: 14
nor4: 7
o221ai: 11
dfxtp: 87
nor2: 142
a21o: 4
or2: 4
nand2b: 14
o21bai: 4
nand2: 69
a31oi: 23
inv: 56
ha: 47
buf: 43
edfxtp: 6
mux2i: 77
a211oi: 36
a21oi: 91
a22o: 6
a311oi: 8
xor2: 4
nor2b: 13
and3: 4
mux4: 19
o31ai: 8
o211ai: 17
nand3b: 4
or3: 8
clkbuf: 40
nand4: 5
xnor2: 9
o21ai: 78
nor3: 15
a2111oi: 5
-- tightest hold or removal path: cells and delay by family, from the launching register on --
kind | cells | cell delay (ns)
flops | 1 | 0.33
compound gates | 1 | 0.07
simple gates | 1 | 0.07
-- state kept, by name, summed over array words and instances, names as in the netlist --
register / count
aluin1: 16
aluin2: 16
b3.aluoutarith: 16
b3.aluoutfinal: 16
b3.aluoutshift: 16
shift_number: 5
operation: 3
opselect: 3
enable_arith: 1
enable_shift: 1
-- worst max-delay path by stage --
stage	from	to	slack, ns	cells past startpoint
final	aluin1[0]	b3.aluoutarith[8]	2.85	10
after global routing	operation[0]	b3.aluoutarith[13]	2.63	7
after CTS	aluin1[0]	b3.aluoutarith[8]	2.93	10
-- cell type report --
cell class,instances,area (um2),share of cell area [%]
multi-input combinational,797,5600,56.9
sequential,93,1920,19.6
clock buffer,9,225,2.29
tap,335,419,4.26
clock inverter,7,91.3,0.929
inverter,58,218,2.21
timing repair buffer,142,1360,13.8
-- kinds of logic (layout without fill, tap and decap cells) --
group | after synthesis | after routing | share of synthesized area [%]
compound gates | 327 | 327 | 27.0
xor+xnor | 13 | 13 | 1.40
fa+ha+maj | 49 | 49 | 7.73
buf+inv | 141 | 216 | 7.51
flops | 93 | 93 | 23.7
mux | 98 | 98 | 15.0
simple gates | 310 | 310 | 17.7
-- routing by layer --
layer  GRT usage [%]  share of wire [%]
met3            3.49                6.1
met1            30.1                 43
met5               0                  0
met2            35.2                 48
met4            5.88                3.2
-- layout by cell type, fill, tap and decap left out, drive strengths merged, types with 7 or more instances in the layout --
cell             n
a211oi          36
a21oi           91
a311oi           8
a31oi           23
buf             24
clkbuf           9
clkdlybuf4s50  118
dfxtp           87
ha              47
inv             59
mux2i           77
mux4            19
nand2           69
nand2b          14
nand3           14
nor2           142
nor2b           13
nor3            15
nor4             7
o211ai          17
o21ai           78
o221ai          11
o31ai            8
or3              8
xnor2            9
No activity file was given, so power comes from the tool's default toggle rates.
